**design/flow/design.v**
```verilog
module read_reg (input wire clk,wrt, input wire [15:0] x,input wire [7:0] b, output wire [15:0] y);
    mux2 m1(x[0],b[0],wrt,y[0]);
    mux2 m2(x[1],b[1],wrt,y[1]);
    mux2 m3(x[2],b[2],wrt,y[2]);
    mux2 m4(x[3],b[3],wrt,y[3]);
    mux2 m5(x[4],b[4],wrt,y[4]);
    mux2 m6(x[5],b[5],wrt,y[5]);
    mux2 m7(x[6],b[6],wrt,y[6]);
    mux2 m8(x[7],b[7],wrt,y[7]);
    mux2 m9(x[8],1'b0,wrt,y[8]);
    mux2 m10(x[9],1'b0,wrt,y[9]);
    mux2 m11(x[10],1'b0,wrt,y[10]);
    mux2 m12(x[11],1'b0,wrt,y[11]);
    mux2 m13(x[12],1'b0,wrt,y[12]);
    mux2 m14(x[13],1'b0,wrt,y[13]);
    mux2 m15(x[14],1'b0,wrt,y[14]);
    mux2 m16(x[15],1'b0,wrt,y[15]);
endmodule
module write_reg(input wire clk,reset,cout, input wire [15:0] sum,output [15:0] out);
    dfrl d0(clk,reset,1'b1,sum[1],out[0]);
    dfrl d1(clk,reset,1'b1,sum[2],out[1]);
    dfrl d2(clk,reset,1'b1,sum[3],out[2]);
    dfrl d3(clk,reset,1'b1,sum[4],out[3]);
    dfrl d4(clk,reset,1'b1,sum[5],out[4]);
    dfrl d5(clk,reset,1'b1,sum[6],out[5]);
    dfrl d6(clk,reset,1'b1,sum[7],out[6]);
    dfrl d7(clk,reset,1'b1,sum[8],out[7]);
    dfrl d8(clk,reset,1'b1,sum[9],out[8]);
    dfrl d9(clk,reset,1'b1,sum[10],out[9]);
    dfrl d10(clk,reset,1'b1,sum[11],out[10]);
    dfrl d11(clk,reset,1'b1,sum[12],out[11]);
    dfrl d12(clk,reset,1'b1,sum[13],out[12]);
    dfrl d13(clk,reset,1'b1,sum[14],out[13]);
    dfrl d14(clk,reset,1'b1,sum[15],out[14]);
    dfrl d15(clk,reset,1'b1,cout,out[15]);
endmodule
module alu_slice(input wire[15:0] a,input wire[7:0] b1,output wire [15:0] out,output wire carry);
    assign out[0] = a[0];
    assign out[1] = a[1];
    assign out[2] = a[2];
    assign out[3] = a[3];
    assign out[4] = a[4];
    assign out[5] = a[5];
    assign out[6] = a[6];
    assign out[7] = a[7];
    wire [7:0]b;
    and2 a0(a[0],b1[0],b[0]);
    and2 a1(a[0],b1[1],b[1]);
    and2 a2(a[0],b1[2],b[2]);
    and2 a3(a[0],b1[3],b[3]);
    and2 a4(a[0],b1[4],b[4]);
    and2 a5(a[0],b1[5],b[5]);
    and2 a6(a[0],b1[6],b[6]);
    and2 a7(a[0],b1[7],b[7]);
    wire [6:0] c; 
    fa fa0(a[8],b[0],1'b0,out[8],c[0]);
    fa fa1(a[9],b[1],c[0],out[9],c[1]);
    fa fa2(a[10],b[2],c[1],out[10],c[2]);
    fa fa3(a[11],b[3],c[2],out[11],c[3]);
    fa fa4(a[12],b[4],c[3],out[12],c[4]);
    fa fa5(a[13],b[5],c[4],out[13],c[5]);
    fa fa6(a[14],b[6],c[5],out[14],c[6]);
    fa fa7(a[15],b[7],c[6],out[15],carry);
endmodule
module fa (input wire i0, i1, cin, output wire sum, cout);
   wire t0, t1, t2;
   xor3 _x0 (i0, i1, cin, sum);
   and2 _a0 (i0, i1, t0);
   and2 _a1 (i1, cin, t1);
   and2 _a2 (cin, i0, t2);
   or3 _o0 (t0, t1, t2, cout);
endmodule
module reg_file(input wire clk,reset,wrt,cout,input wire [7:0]b,input wire[15:0] sum,output wire [15:0] prod);
    wire [15:0] r0;
    read_reg re1(clk,wrt,r0,b,prod);
    write_reg w1(clk,reset,cout,sum,r0);
endmodule
module seq_mul (input wire clk,wrt,reset, input wire [7:0] mul,b,output wire [15:0] prod);
    wire [15:0]sum;
    wire carry;
    alu_slice a1(prod,mul,sum,carry);
    reg_file rf1(clk,reset,wrt,carry,b,sum,prod);
endmodule
module invert (input wire i, output wire o);
   assign o = !i;
endmodule
module and2 (input wire i0, i1, output wire o);
  assign o = i0 & i1;
endmodule
module or2 (input wire i0, i1, output wire o);
  assign o = i0 | i1;
endmodule
module xor2 (input wire i0, i1, output wire o);
  assign o = i0 ^ i1;
endmodule
module nand2 (input wire i0, i1, output wire o);
   wire t;
   and2 and2_0 (i0, i1, t);
   invert invert_0 (t, o);
endmodule
module nor2 (input wire i0, i1, output wire o);
   wire t;
   or2 or2_0 (i0, i1, t);
   invert invert_0 (t, o);
endmodule
module xnor2 (input wire i0, i1, output wire o);
   wire t;
   xor2 xor2_0 (i0, i1, t);
   invert invert_0 (t, o);
endmodule
module and3 (input wire i0, i1, i2, output wire o);
   wire t;
   and2 and2_0 (i0, i1, t);
   and2 and2_1 (i2, t, o);
endmodule
module or3 (input wire i0, i1, i2, output wire o);
   wire t;
   or2 or2_0 (i0, i1, t);
   or2 or2_1 (i2, t, o);
endmodule
module nor3 (input wire i0, i1, i2, output wire o);
   wire t;
   or2 or2_0 (i0, i1, t);
   nor2 nor2_0 (i2, t, o);
endmodule
module nand3 (input wire i0, i1, i2, output wire o);
   wire t;
   and2 and2_0 (i0, i1, t);
   nand2 nand2_1 (i2, t, o);
endmodule
module xor3 (input wire i0, i1, i2, output wire o);
   wire t;
   xor2 xor2_0 (i0, i1, t);
   xor2 xor2_1 (i2, t, o);
endmodule
module xnor3 (input wire i0, i1, i2, output wire o);
   wire t;
   xor2 xor2_0 (i0, i1, t);
   xnor2 xnor2_0 (i2, t, o);
endmodule
module mux2 (input wire i0, i1, j, output wire o);
  assign o = (j==0)?i0:i1;
endmodule
module mux4 (input wire [0:3] i, input wire j1, j0, output wire o);
  wire  t0, t1;
  mux2 mux2_0 (i[0], i[1], j0, t0);
  mux2 mux2_1 (i[2], i[3], j0, t1);
  mux2 mux2_2 (t0, t1, j1, o);
endmodule
module mux8 (input wire [0:7] i, input wire j2, j1, j0, output wire o);
  wire  t0, t1;
  mux4 mux4_0 (i[0:3], j1, j0, t0);
  mux4 mux4_1 (i[4:7], j1, j0, t1);
  mux2 mux2_0 (t0, t1, j2, o);
endmodule
module demux2 (input wire i, j, output wire o0, o1);
  assign o0 = (j==0)?i:1'b0;
  assign o1 = (j==1)?i:1'b0;
endmodule
module demux4 (input wire i, j1, j0, output wire [0:3] o);
  wire  t0, t1;
  demux2 demux2_0 (i, j1, t0, t1);
  demux2 demux2_1 (t0, j0, o[0], o[1]);
  demux2 demux2_2 (t1, j0, o[2], o[3]);
endmodule
module demux8 (input wire i, j2, j1, j0, output wire [0:7] o);
  wire  t0, t1;
  demux2 demux2_0 (i, j2, t0, t1);
  demux4 demux4_0 (t0, j1, j0, o[0:3]);
  demux4 demux4_1 (t1, j1, j0, o[4:7]);
endmodule
module df (input wire clk, in, output wire out);
  reg df_out;
  always@(posedge clk) df_out <= in;
  assign out = df_out;
endmodule
module dfr (input wire clk, reset, in, output wire out);
  wire reset_, df_in;
  invert invert_0 (reset, reset_);
  and2 and2_0 (in, reset_, df_in);
  df df_0 (clk, df_in, out);
endmodule
module dfrl (input wire clk, reset, load, in, output wire out);
  wire _in;
  mux2 mux2_0(out, in, load, _in);
  dfr dfr_1(clk, reset, _in, out);
endmodule
```
**design/flow/run.sh**
```bash
#!/bin/bash
# OpenROAD 26Q1-2900-gdf79404cd8, Yosys 0.63+post, stock flow scripts
make -C /OpenROAD-flow-scripts/flow DESIGN_CONFIG=/design/flow/config.mk WORK_HOME=/design/flow/orfs finish
```
**design/flow/config.mk**
```make
export PLATFORM = sky130hd
export DESIGN_NAME = seq_mul
export DESIGN_NICKNAME = seq_mul
export VERILOG_FILES = /design/flow/design.v
export SDC_FILE = /design/flow/constraint.sdc
export NUM_CORES = 4
export LEC_CHECK = 1
export CORE_AREA = 10 10 79 79
export DIE_AREA = 0 0 89 89
```
**design/flow/constraint.sdc**
```tcl
current_design seq_mul

set clk_period 2.7
set clk_io_pct 0.2

create_clock -name clk0 -period $clk_period [get_ports {clk}]

set non_clock_inputs [all_inputs -no_clocks]
set_input_delay [expr $clk_period * $clk_io_pct] -clock clk0 $non_clock_inputs
set_output_delay [expr $clk_period * $clk_io_pct] -clock clk0 [all_outputs]
```
==> results.tsv <==
metric	value	unit
commonest cells in the synthesized netlist	buf_4, dfxtp_1, nor2b_1, fa_1, mux2_2	
DRT iter0 DRCs	8	
CTS buffer count	3	
Period minus WS final	3.32	ns
failing checks	setup timing	
vias in the first global route	670	
root buffer cell	clkbuf_8	
Initial Util	19.8	%
First-pass DRT Iterations	2	
Post-Syn Area	923	um^2
via density per instance	3.65	
CP top delay family	adder cells	
number of enable flip-flop cells	0	
CP arrival	3.43	ns
yosys cell count	89	
IO buf count	34	
Final Setup Violations	4	
GRT Util Overall	4.86	%
Top-area cell share	34.7	%
critical-path cell list	buf_8 > mux2_4 > and2_4 > ha_4 > fa_2 > inv_2 > fa_2 > fa_2 > fa_2 > fa_2 > inv_2 > fa_2 > fa_1 > nor2b_1	
chip area	0.00792	mm^2
max-capacitance violation count	0	
Ant. Diodes	0	
Core Region	0.00466	mm^2
Post-DP Area	0.00126	mm^2
CTS sink cnt	16	
crit path capture type	register	
ys flop type	dfxtp_1	
worst-margin pin slew	0.638	ns
tool warnings	28	
flops out of synthesis	16	
CP startpoint kind	input port	
CTS tree	built	
Tcrit/Tclk final	123	%
Rel. slew slack	57.3	%
hold_buf cts	0	
Clock Tree Buf Depth	2	
Mapped Avg Cell Area	10.4	um^2
setup TNS	-1.56	ns
asr flop ratio synth	0	%
worst path bufs/invs	3	
Crit path required time	2.81	ns
chip width	89	um
status	complete, but fails checks	
RSZ-0062 raised after global routing	yes	
post-synth top area cell	dfxtp_1	
Pwr Density	402	mW/mm^2
setup ws final	-0.622	ns
CP Max Fanout	3	
Late-Pin Clk Latency	0.24	ns
most used cell along the critical path	fa_2	
share of layout cells above drive strength 1	30.2	%
worst hold path type	reg2reg	
vias	620	
first-pass GRT wire length	3080	um
max incr delay on CP	0.40	ns
area reported by Yosys stat	923	um^2
total routed wirelength	1890	um
LEAKAGE	0.550	nW
wire length per cell	11.1	um
Worst-path clk slew	0.06	ns
Post-Synthesis Cells	89	
GRT Residual Overflow	0	
Max Clk Rate	301	MHz
Die Y-Extent	89	um
Top cells by area	dfxtp_1, fa_1, buf_4	
# IOs	35	
largest net degree at the start of global routing	17	
CP Class	in2reg	
# H-tree levels	1	
routability cong.	0.782	
Slew Limit Fails	0	
Design Area, Final	0.00134	mm^2
VDD IR-drop max	0.177	mV
Total Power	0.536	mW
# rows	25	
slowest stage cell on the critical path	fa_1	
dpl hpwl	1610	um
initial antenna violation count	0	
synth warn	1	
antenna-violating nets left	0	
area delta synth->final	44.6	%
Clock Skews	0.00242	ns
Final Hold Vio Count	0	
Synth cell types	17	
DRC viols	0	
Synth Seq Share	34.7	%
## cell families (layout without fill, tap and decap cells)
logic type                 count (synthesis)  count (layout)  share of synthesized area, %
and+or+nand+nor                           32              32                          19.9
buffers and inverters                     25              52                          18.7
adders and majority gates                  8               8                          16.5
DFF                                       16              16                          34.7
muxes                                      8               8                          10.2
## sequential cells by signal (all words and copies together) (netlist names)
name and count:
rf1.w1.d11.dfr_1.df_0.df_out 1, rf1.w1.d3.dfr_1.df_0.df_out 1, rf1.w1.d1.dfr_1.df_0.df_out 1, rf1.w1.d9.dfr_1.df_0.df_out 1, rf1.w1.d15.dfr_1.df_0.df_out 1, rf1.w1.d2.dfr_1.df_0.df_out 1
rf1.w1.d10.dfr_1.df_0.df_out 1, rf1.w1.d8.dfr_1.df_0.df_out 1, rf1.w1.d12.dfr_1.df_0.df_out 1, rf1.w1.d4.dfr_1.df_0.df_out 1, rf1.w1.d7.dfr_1.df_0.df_out 1, rf1.w1.d13.dfr_1.df_0.df_out 1
rf1.w1.d6.dfr_1.df_0.df_out 1, rf1.w1.d14.dfr_1.df_0.df_out 1, rf1.w1.d0.dfr_1.df_0.df_out 1, rf1.w1.d5.dfr_1.df_0.df_out 1
## cell type report
cell class,count,area (um^2)
Clock buffer,3,41.3
Fill cell,469,3330
Inverter,6,22.5
Multi-Input combinational cell,48,470
Sequential cell,16,320
Tap cell,54,67.6
Timing Repair Buffer,43,413
## routing by layer
metal / share of wire (%) / vias to the layer above / track usage, %
met5: 0 / - / 0
met4: 1.0 / 0 / 0.867
met3: 9.2 / 2 / 2.02
met2: 50 / 13 / 8.18
met1: 39 / 297 / 5.75
li1: - / 308 / -
## where the power goes
group | switching (mW) | internal, mW
sequential | 0.00278 | 0.249
clock | 0.0693 | 0.0984
combinational | 0.0363 | 0.0799
## repair_timing
item	in CTS	in global routing
setup buffers	2	0
resized	14	3
pin swaps	10	9
setup endpoints to repair	5	4
## worst reg2reg max path: stages, from the launching register on
cell     delay, ns
dfxtp_1       0.31
mux2_4        0.15
and2_4        0.14
ha_4          0.12
fa_2          0.18
inv_2         0.04
fa_2          0.33
fa_2          0.34
fa_2          0.34
fa_2          0.34
inv_2         0.06
fa_2          0.18
fa_1          0.40
nor2b_1       0.13
## cell usage in the layout (no fill, tap or decap)
master	n
and2_1	1
and2_4	3
and2b_1	1
buf_2	1
buf_4	7
buf_6	2
buf_8	1
clkbuf_8	3
clkdlybuf4s50_1	30
dfxtp_1	16
dlygate4sd2_1	2
fa_1	1
fa_2	6
ha_4	1
inv_1	4
inv_2	2
mux2_2	7
mux2_4	1
nand2_1	4
nand2b_1	4
nor2_1	4
nor2b_1	14
nor2b_4	1
## stage by stage
step / cells / setup WS (ns) / hold slack [ns] / utilization, %
3_3_place_gp: 165 / -1.31 / 0.575 / 27.1
4_1_cts: 170 / -0.814 / 0.601 / 28.4
6_report: 170 / -0.622 / 0.590 / 28.6
2_1_floorplan: 89 / -0.970 / 0.558 / -
3_5_place_dp: 165 / -1.38 / 0.584 / 27.1
5_1_grt: 170 / -0.714 / 0.631 / 28.6
## path summary, 6_finish.rpt
kind | start | to | slack (ns) | cells after the start
setup / recovery | wrt | rf1.w1.d14.dfr_1.df_0.df_out$_DFF_P_ | -0.62 | 14
hold / removal | rf1.w1.d2.dfr_1.df_0.df_out$_DFF_P_ | rf1.w1.d1.dfr_1.df_0.df_out$_DFF_P_ | 0.59 | 2
setup reg to reg | rf1.w1.d0.dfr_1.df_0.df_out$_DFF_P_ | rf1.w1.d14.dfr_1.df_0.df_out$_DFF_P_ | -0.48 | 13
hold reg to reg | rf1.w1.d2.dfr_1.df_0.df_out$_DFF_P_ | rf1.w1.d1.dfr_1.df_0.df_out$_DFF_P_ | 0.59 | 2
No activity file was given, so power comes from the tool's default toggle rates.
